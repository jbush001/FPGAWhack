### flow/config.mk
export PLATFORM = sky130hd
export DESIGN_NAME = top
export DESIGN_NICKNAME = top
export VERILOG_FILES = /design/flow/design.v
export SDC_FILE = /design/flow/constraint.sdc
export NUM_CORES = 4
export LEC_CHECK = 1
export CORE_UTILIZATION = 30
export SYNTH_HDL_FRONTEND = slang
### flow/constraint.sdc
current_design top

set clk_period 3.9
set clk_io_pct 0.2

create_clock -name clk0 -period $clk_period [get_ports {clk}]

set non_clock_inputs [all_inputs -no_clocks]
set_input_delay [expr $clk_period * $clk_io_pct] -clock clk0 $non_clock_inputs
set_output_delay [expr $clk_period * $clk_io_pct] -clock clk0 [all_outputs]
### flow/design.v
module pixel_alu(
	input				clk,
	input[45:0]			instruction,
	input[31:0] 		x_coord,
	input[31:0]			y_coord,
	input[31:0]			f_number,
	output reg[11:0] 	output_value);
	localparam OP_AND = 0;
	localparam OP_XOR = 1;
	localparam OP_OR = 2;
	localparam OP_ADD = 3;
	localparam OP_SUB = 4;
	localparam OP_MUL = 5;
	localparam OP_SHL = 6;
	localparam OP_SHR = 7;
	localparam OP_MOV = 8;
	localparam OP_EQ = 9;
	localparam OP_NEQ = 10;
	localparam OP_GT = 11;
	localparam OP_GTE = 12;
	localparam OP_LT = 13;
	localparam OP_LTE = 14;
	localparam REG_X = 4'd4;
	localparam REG_Y = 4'd5;
	localparam REG_F = 4'd6;
	localparam REG_RESULT = 4'd7;
	reg[31:0] registers[0:3];
	wire[2:0] dest = instruction[45:43];
	wire[2:0] srca = instruction[42:40];
	wire[2:0] srcb = instruction[39:37];
	wire[3:0] operation = instruction[36:33];
	wire use_const = instruction[32];
	wire[31:0] const_val = instruction[31:0];
	reg[31:0] operand1;
	reg[31:0] operand2;
	reg[31:0] result;
	wire[31:0] difference;
	wire equal;
	wire less;
	integer i;
	initial
	begin
		output_value = 0;
		for (i = 0; i < 4; i = i + 1)
			registers[i] = 0;
	end
	always @*
	begin
		casez (srca)
			3'b0??: operand1 = registers[srca[1:0]];
			REG_X:   operand1 = x_coord;
			REG_Y:   operand1 = y_coord;
			REG_F:   operand1 = f_number;
			default: operand1 = 32'dX;
		endcase
		if (use_const)
			operand2 = const_val;
		else 
		begin
			casez (srcb)
				3'b0??: operand2 = registers[srcb[1:0]];
				REG_X:   operand2 = x_coord;
				REG_Y:   operand2 = y_coord;
				REG_F:   operand2 = f_number;
				default: operand2 = 32'dX;
			endcase
		end
	end
	assign difference = operand1 - operand2;
	assign equal = difference == 0;
	assign less = difference[31];	 
	always @*
	begin
		case (operation)
			OP_AND:  result = operand1 & operand2;
			OP_XOR:  result = operand1 ^ operand2;
			OP_OR:   result = operand1 | operand2;
			OP_ADD:  result = operand1 + operand2;
			OP_SUB:  result = difference;
			OP_MUL:  result = operand1 * operand2;
			OP_SHL:  result = operand1 << operand2;
			OP_SHR:  result = operand1 >> operand2;
			OP_MOV:  result = operand2;
			OP_EQ:   result = equal;
			OP_NEQ:  result = !equal;
			OP_GT:   result = !equal && !less;
			OP_GTE:  result = !less;
			OP_LT:   result = less;
			OP_LTE:  result = less || equal;
			default: result = 32'dX;
		endcase
	end
	always @(posedge clk)
	begin
		if (!dest[2])
			registers[dest[1:0]] <= result;
		if (dest == REG_RESULT)
			output_value <= { result[23:20], result[15:12], result[7:4] };
	end
endmodule
module pixel_fifo
	#(parameter NUM_PIXELS = 16,
	parameter PIXEL_WIDTH = 16,
	parameter VALUE_IN_WIDTH = NUM_PIXELS * PIXEL_WIDTH)
	(input clk,
	input reset,
	output reg almost_empty,
	output reg empty,
	input enqueue,
	input[VALUE_IN_WIDTH - 1:0] value_in,
	input dequeue,
	output[PIXEL_WIDTH - 1:0] value_out);
	localparam COUNT_WIDTH = $clog2(NUM_PIXELS) + 1;
	reg[PIXEL_WIDTH - 1:0] data[0:NUM_PIXELS - 1];
	reg[COUNT_WIDTH - 1:0] element_count;
	assign value_out = data[0];
	integer i;
	initial
	begin
		empty = 1;
		almost_empty = 1;
		element_count = 0;
		for (i = 0; i < NUM_PIXELS; i = i + 1)
			data[i] = 0;
	end
	always @(posedge clk, posedge reset)
	begin
		if (reset)
		begin
			element_count <= 0;
			almost_empty <= 0;
			empty <= 1;
			for (i = 0; i < NUM_PIXELS; i = i + 1)
				data[i] = 0;
		end
		else if (enqueue)
		begin
			element_count <= NUM_PIXELS;
			almost_empty <= 0;
			empty <= 0;
			for (i = 0; i < NUM_PIXELS; i = i + 1)
				data[i] <= value_in >> (i * PIXEL_WIDTH);
		end
		else if (dequeue)
		begin
			if (element_count == 1)
			begin
				empty <= 1;
				almost_empty <= 0;
			end
			else if (element_count == 2)
				almost_empty <= 1;
			if (element_count != 0)
				element_count <= element_count - 1;
			for (i = 0; i < NUM_PIXELS - 1; i = i + 1)
				data[i] <= data[i + 1];
		end
	end
endmodule
module pixel_processor
	#(parameter NUM_PIXELS = 8,
	parameter PIXEL_WIDTH = 12,
	parameter OUTPUT_WIDTH = NUM_PIXELS * PIXEL_WIDTH)
	(input clk,
	input new_frame,
	input start_next_batch,
	output[OUTPUT_WIDTH - 1:0] result,
	output result_ready);
	localparam INSTRUCTION_WIDTH = 46;
	reg[3:0] pc;
	wire[INSTRUCTION_WIDTH - 1:0] instruction;
	reg[31:0] y_coord;
	reg[31:0] f_number;
	genvar lane;
	generate
		for (lane = 0; lane < NUM_PIXELS; lane = lane + 1)
		begin : pixel_compute
			reg[31:0] x_coord = 0;
			always @(posedge clk)
			begin
				if (new_frame || (end_of_line && start_next_batch))
					x_coord <= lane;
				else if (start_next_batch)
					x_coord <= x_coord + NUM_PIXELS;
			end
			pixel_alu pixel_alu0(
				.clk(clk),
				.instruction(instruction),
				.x_coord(x_coord),
				.y_coord(y_coord),
				.f_number(f_number),
				.output_value(result[lane * PIXEL_WIDTH+:PIXEL_WIDTH]));
		end
	endgenerate
	localparam MAX_INSTRUCTIONS = NUM_PIXELS * 2;
	sram_1r1w #(INSTRUCTION_WIDTH, MAX_INSTRUCTIONS) instruction_mem(
		.clk(clk),
		.rd_addr(pc),
		.rd_data(instruction),
		.wr_enable(0),
		.wr_addr(0),
		.wr_data({INSTRUCTION_WIDTH{1'b0}}));
	initial
	begin
		pc = 0;
		y_coord = 0;
		f_number = 0;
	end
	assign result_ready = pc == MAX_INSTRUCTIONS - 1;
	wire end_of_line = pixel_compute[0].x_coord == 640 - NUM_PIXELS;
	always @(posedge clk)
	begin
		if (new_frame || start_next_batch)
			pc <= 5'd0;
		else if (!result_ready)
			pc <= pc + 1;
		if (new_frame)
		begin
			f_number <= f_number + 1;
			y_coord <= 0;
		end
		else if (end_of_line && start_next_batch)
			y_coord <= y_coord + 1;
	end
endmodule
module sram_1r1w
	#(parameter DATA_WIDTH = 32,
	parameter SIZE = 1024,
	parameter ADDR_WIDTH = $clog2(SIZE))
	(input						clk,
	input [ADDR_WIDTH - 1:0]	rd_addr,
	output reg[DATA_WIDTH - 1:0] rd_data = 0,
	input						wr_enable,
	input [ADDR_WIDTH - 1:0]	wr_addr,
	input [DATA_WIDTH - 1:0]	wr_data);
	reg[DATA_WIDTH - 1:0] data[0:SIZE - 1];
	integer	i;
	initial
	begin
		for (i = 0; i < SIZE; i = i + 1)
			data[i] = 0;
		rd_data = 0;
		$readmemh("microcode.hex", data);
	end
	always @(posedge clk)
	begin
		if (wr_enable)
			data[wr_addr] <= wr_data;	
		if (wr_addr == rd_addr && wr_enable)
			rd_data <= wr_data;
		else
			rd_data <= data[rd_addr];
	end
endmodule
module top(
	input clk,
	output vsync_o,
	output hsync_o,
	output [3:0] red_o,
	output [3:0] blue_o,
	output [3:0] green_o);
	localparam NUM_PIXELS = 8;	 
	localparam PIXEL_WIDTH = 12;
	wire in_visible_region;
	wire pixel_out;
	wire new_frame;
	wire fifo_almost_empty;
	wire fifo_empty;
	wire[NUM_PIXELS * PIXEL_WIDTH - 1:0] fifo_in;
	wire[PIXEL_WIDTH - 1:0] fifo_out;
	wire pixels_ready;
	wire start_next_batch = pixels_ready && (fifo_almost_empty || fifo_empty)
		&& pixel_out;
	vga_timing_generator vga_timing_generator(
		.clk(clk),
		.vsync_o(vsync_o),
		.hsync_o(hsync_o),
		.in_visible_region(in_visible_region),
		.pixel_out(pixel_out),
		.new_frame(new_frame));
	pixel_fifo #(.NUM_PIXELS(NUM_PIXELS), .PIXEL_WIDTH(PIXEL_WIDTH)) pixel_fifo(
		.clk(clk),
		.reset(new_frame),
		.almost_empty(fifo_almost_empty),
		.empty(fifo_empty),
		.enqueue(start_next_batch),
		.value_in(fifo_in),	
		.dequeue(pixel_out),
		.value_out(fifo_out));
	pixel_processor #(.NUM_PIXELS(NUM_PIXELS), .PIXEL_WIDTH(PIXEL_WIDTH)) pixel_processor(
		.clk(clk),
		.new_frame(new_frame),
		.result(fifo_in),
		.start_next_batch(start_next_batch),
		.result_ready(pixels_ready));
	assign red_o = in_visible_region ? fifo_out[11:8] : 0;
	assign blue_o = in_visible_region ? fifo_out[7:4] : 0;
	assign green_o = in_visible_region ? fifo_out[3:0] : 0;
endmodule
module vga_timing_generator(
	input clk, 
	output reg vsync_o, 
	output reg hsync_o, 
	output in_visible_region,
	output pixel_out,
	output new_frame);
	parameter HSYNC_START = 16;						 
	parameter HSYNC_END = HSYNC_START + 96;
	parameter HVISIBLE_START = HSYNC_END + 48;		 
	parameter HVISIBLE_END = HVISIBLE_START + 640;
	parameter VSYNC_START = 10;						 
	parameter VSYNC_END = VSYNC_START + 2;
	parameter VVISIBLE_START = VSYNC_END + 33;		 
	parameter VVISIBLE_END = VVISIBLE_START + 480;
	reg hvisible;
	reg vvisible;
	reg[10:0] horizontal_counter;
	reg[10:0] vertical_counter;
	reg dot_enable = 0;
	assign pixel_out = dot_enable && in_visible_region;
	assign in_visible_region = hvisible && vvisible;
	initial
	begin
		vsync_o = 0; 
		hsync_o = 0; 
		hvisible = 0;
		vvisible = 0;
		horizontal_counter = 0;
		vertical_counter = 0;
	end
	wire hvisible_end = horizontal_counter == HVISIBLE_END;
	wire vvisible_end = vertical_counter == VVISIBLE_END;
	assign new_frame = horizontal_counter == 0 && vertical_counter == 0;
	always @(posedge clk)
	begin
		dot_enable <= !dot_enable;
		if (dot_enable)
		begin
			if (hvisible_end)
			begin
				horizontal_counter <= 0;
				hvisible <= 0;
				if (vvisible_end)
				begin
					vvisible <= 0;
					vertical_counter <= 0;
				end
				else 
					vertical_counter <= vertical_counter + 1;
			end
			else
				horizontal_counter <= horizontal_counter + 1;
			if (vertical_counter == VSYNC_START)
				vsync_o <= 0;
			else if (vertical_counter == VSYNC_END)
				vsync_o <= 1;
			else if (vertical_counter == VVISIBLE_START)
				vvisible <= 1;
			if (horizontal_counter == HSYNC_START)
				hsync_o <= 0;
			else if (horizontal_counter == HSYNC_END)
				hsync_o <= 1;
			else if (horizontal_counter == HVISIBLE_START)
				hvisible <= 1;
		end
	end
endmodule
### flow/run.sh
#!/bin/bash
# OpenROAD 26Q1-2900-gdf79404cd8, Yosys 0.63+post, stock flow scripts
make -C /OpenROAD-flow-scripts/flow DESIGN_CONFIG=/design/flow/config.mk WORK_HOME=/design/flow/orfs finish
==> flow_results.xml <==
<?xml version="1.0" encoding="UTF-8"?>
<metrics>
  <group name="worst_setup_path">
    <metric name="cells_traversed_along_the_worst_timing_path" unit="">nor4_1 -&gt; and4b_1 -&gt; and2_1</metric>
    <metric name="timing.critical_path.depth" unit="">3</metric>
    <metric name="worst_setup_path_endpoint" unit="">vga_timing_generator.vertical_counter[4]$_SDFFCE_PN0P_</metric>
    <metric name="cp_top_family" unit="">simple AND/OR/NAND/NOR gates</metric>
    <metric name="critical_path_required" unit="ps">3810</metric>
    <metric name="r2r.worst_path.cells" unit="">3</metric>
    <metric name="critical_path.slowest_cell" unit="">sky130_fd_sc_hd__edfxtp_1</metric>
    <metric name="worst_r2r_startpoint" unit="">vga_timing_generator.horizontal_counter[2]$_SDFFCE_PN0P_</metric>
    <metric name="rrSetupSlack" unit="ps">1770</metric>
    <metric name="critical_path.n_buffers_inverters" unit="">0</metric>
    <metric name="worst_ep_arrival" unit="ps">2040</metric>
    <metric name="cp-end-kind" unit="">register</metric>
    <metric name="crit-reg2reg-capture" unit="">vga_timing_generator.vertical_counter[4]$_SDFFCE_PN0P_</metric>
    <metric name="cp_max_fo" unit="">11</metric>
    <metric name="cp_slowest_stage_delay" unit="ps">500</metric>
    <metric name="worstSetupPathType" unit="">reg2reg</metric>
    <metric name="critPathLaunch" unit="">vga_timing_generator.horizontal_counter[2]$_SDFFCE_PN0P_</metric>
    <metric name="worst_setup_path_start_kind" unit="">register</metric>
  </group>
  <group name="cts">
    <metric name="ctsHoldBuffers" unit="">0</metric>
    <metric name="cts_tree" unit="">done</metric>
    <metric name="cts-root-buf" unit="">sky130_fd_sc_hd__clkbuf_8</metric>
    <metric name="post_cts.resized_instances" unit="">0</metric>
    <metric name="ctsHtreeMaxLevel" unit="">1</metric>
    <metric name="clkLatencyLatePin" unit="ps">270</metric>
    <metric name="tritoncts_num_sinks" unit="">25</metric>
    <metric name="clk_pin_slew_worst_paths" unit="ps">90</metric>
    <metric name="cts_setup_buffers" unit="">0</metric>
    <metric name="max_buffers_root_to_sink" unit="">2</metric>
    <metric name="cts_made_buffers" unit="">3</metric>
  </group>
  <group name="grt">
    <metric name="maximum_number_of_pins_on_one_net_before_global_route_repair" unit="">16</metric>
    <metric name="globalRouteOverflowTotal" unit="">0</metric>
    <metric name="antenna_found_initial" unit="">0</metric>
    <metric name="wire_length_of_the_first_global_routing_pass" unit="um">3590</metric>
    <metric name="track_usage" unit="">0.0910</metric>
    <metric name="first_global_vias" unit="">822</metric>
  </group>
  <group name="timing">
    <metric name="final_hold_viol_count" unit="">0</metric>
    <metric name="summed_negative_setup_slack_over_all_endpoints" unit="ps">0</metric>
    <metric name="timing.final.max_slew_violations" unit="">0</metric>
    <metric name="rsz0062_at_grt" unit="">false</metric>
    <metric name="max_frequency" unit="MHz">470</metric>
    <metric name="setup-violations-final" unit="">0</metric>
    <metric name="holdWs" unit="ps">593</metric>
    <metric name="slew_headroom" unit="">0.640</metric>
    <metric name="worst_slew_pin_slew" unit="ps">540</metric>
    <metric name="min_cycle_time_layout" unit="ps">2130</metric>
    <metric name="finalClockPeriodUsage" unit="">0.545</metric>
    <metric name="skew" unit="ps">11.7</metric>
  </group>
  <group name="route">
    <metric name="drtIter0Drc" unit="">48</metric>
    <metric name="wire_per_inst" unit="um">11.4</metric>
    <metric name="antennaDiodeCount" unit="">0</metric>
    <metric name="totalWireLength" unit="um">2090</metric>
    <metric name="vias" unit="">867</metric>
    <metric name="via_per_inst" unit="">4.74</metric>
    <metric name="drt_first_pass_iters" unit="">22</metric>
    <metric name="route.antenna.remaining_nets" unit="">0</metric>
    <metric name="drt_drc_violations_left" unit="">0</metric>
  </group>
  <group name="layout">
    <metric name="final_layout_top_logic_cell" unit="">sky130_fd_sc_hd__edfxtp_1</metric>
    <metric name="drive_above_1_share" unit="">0.0687</metric>
    <metric name="postLayoutCoreUtil" unit="">0.337</metric>
    <metric name="final_area" unit="um^2">1510</metric>
    <metric name="mostFrequentLayoutCells" unit="">24 x sky130_fd_sc_hd__edfxtp_1, 12 x sky130_fd_sc_hd__conb_1, 10 x sky130_fd_sc_hd__nor2_1</metric>
    <metric name="flow.area_growth_from_synthesis" unit="%">4.97</metric>
  </group>
  <group name="placed_design">
    <metric name="dpl_cell_area" unit="um^2">1460</metric>
    <metric name="post-dp-hpwl" unit="um">1510</metric>
    <metric name="placement.io_buffers" unit="">2</metric>
    <metric name="place_congestion" unit="">0.834</metric>
  </group>
  <group name="logic_synthesis">
    <metric name="synth_stat.cells" unit="">129</metric>
    <metric name="enable_flop_cells" unit="">24</metric>
    <metric name="post_synthesis_mean_instance_area" unit="um^2">11.1</metric>
    <metric name="synth_seq_share" unit="">0.516</metric>
    <metric name="synthCells" unit="">129</metric>
    <metric name="syn_area" unit="um^2">1440</metric>
    <metric name="synth_flops" unit="">25</metric>
    <metric name="ys_warn_count" unit="">0</metric>
    <metric name="synth_top_flop_cell" unit="">sky130_fd_sc_hd__edfxtp_1</metric>
    <metric name="asyncSetResetFlopFracSynth" unit="">0</metric>
    <metric name="yosys_area" unit="um^2">1440</metric>
    <metric name="yosysUniqueCellTypes" unit="">32</metric>
  </group>
  <group name="die">
    <metric name="chipWidth" unit="um">71.2</metric>
    <metric name="chipArea" unit="um^2">5070</metric>
    <metric name="io_pins" unit="">15</metric>
    <metric name="chipHeight" unit="um">71.2</metric>
    <metric name="core" unit="um^2">4470</metric>
    <metric name="floorplanUtilization" unit="">0.321</metric>
    <metric name="core.rowCount" unit="">24</metric>
  </group>
  <group name="run_status">
    <metric name="run_status" unit="">complete, no violations</metric>
  </group>
  <group name="worst_hold_path">
    <metric name="timing.hold.worst.class" unit="">reg2reg</metric>
    <metric name="hold_depth" unit="">1</metric>
  </group>
  <group name="run">
    <metric name="warnings" unit="">29</metric>
    <metric name="cap_violations" unit="">0</metric>
  </group>
  <group name="power">
    <metric name="power_density" unit="nW/um^2">292</metric>
    <metric name="vdd.ir_drop.worst" unit="uV">154</metric>
    <metric name="leakagePower" unit="nW">0.594</metric>
  </group>
</metrics>
[report_power, final]
| part | switching (W) | internal, W |
|---|---|---|
| clock network | 0.0000793 | 0.0000722 |
| registers | 0 | 0.000289 |
| logic | 0.000000328 | 0 |
| total | 0.0000796 | 0.000361 |
[stage by stage]
step                      setup slack (ps)  cells  power (W)
after global routing                  1600    183   0.000459
after global placement                1860    179   0.000296
after floorplan                       2060    140   0.000304
after detailed placement              1780    179   0.000296
final                                 1770    183   0.000441
after CTS                             1750    183   0.000449
[worst register-to-register path, delay by kind of cell (launching register included)]
family	cells	cell delay, ps
DFF	1	500
and+or+nand+nor	3	1270
[layer usage]
| metal | global-route usage | wire length (um) |
|---|---|---|
| met4 | 0.00667 | 0 |
| met5 | 0 | 0 |
| met2 | 0.138 | 943 |
| met3 | 0.0260 | 111 |
| met1 | 0.142 | 1040 |
[worst min path at each step]
stage | startpoint | endpoint | slack, ps
4_1_cts | vga_timing_generator.vertical_counter[10]$_SDFFCE_PN0P_ | vga_timing_generator.vertical_counter[10]$_SDFFCE_PN0P_ | 600
5_1_grt | vga_timing_generator.vertical_counter[10]$_SDFFCE_PN0P_ | vga_timing_generator.vertical_counter[10]$_SDFFCE_PN0P_ | 650
6_report | vga_timing_generator.vertical_counter[10]$_SDFFCE_PN0P_ | vga_timing_generator.vertical_counter[10]$_SDFFCE_PN0P_ | 590
[cell type report]
type / instances / area [um^2]
clock inverters: 1 / 7.51
multi-input cells: 94 / 611
clock buffers: 3 / 41.3
inverters: 6 / 22.5
well taps: 52 / 65.1
fillers: 440 / 2970
repair buffers: 2 / 20.0
flip-flops and latches: 25 / 741
[registers in the layout, summed over array words and instances (netlist names)]
register	flops
vga_timing_generator.horizontal_counter	11
vga_timing_generator.vertical_counter	11
vga_timing_generator.dot_enable	1
vga_timing_generator.hsync_o	1
vga_timing_generator.vsync_o	1
[cell families after synthesis]
logic type,count (synthesis),synth area share
xor+xnor,15,0.0915
compound gates,9,0.0375
other cells,1,0.00261
flops,25,0.516
simple gates,52,0.213
buf+inv,21,0.0880
fa+ha+maj,6,0.0523
[cells in the mapped netlist (all sizes together) (3+ instances only)]
library cell   n  area [um^2]
xnor2          9         78.8
nor2b          3         18.8
inv            6         22.5
buf           14          100
nand4          6         37.5
xor2           6         52.6
ha             6         75.1
nor2          10         37.5
nand3          8         50.1
nor3           4         20.0
nand2          5         18.8
or3            3         20.0
edfxtp        24          721
a21oi          5         28.8
Power is estimated from default activity; no workload was simulated.
